File: design/flow/design.v
`timescale 1ns / 100 ps
module BoothRadix4 #(parameter N = 18)   
(
    output reg [2*N-1:0] product,    
    output reg           done,       
    input wire [N-1:0]   mplier,     
    input wire [N-1:0]   mcand,      
    input wire           n_reset,    
    input wire           start,      
    input wire           clk         
);
parameter IDLE = 2'b01, BUSY = 2'b10;   
reg [1:0] state_reg, state_next;   
reg [$clog2(N>>1):0] q_reg, q_next;   
reg [2*N:0] prod_reg, prod_next;   
reg result_reg;   
reg [N-1:0] mcand_reg, mcand_next;   
reg q_add, q_reset;   
always @ (posedge clk) begin : FSM_Synch
    if (n_reset == 1'b0) begin   
        state_reg <= IDLE;   
        q_reg <= {($clog2(N>>1)+1){1'b0}};   
        prod_reg <= {(2*N+1){1'b0}};   
        result_reg <= 1'b0;   
        mcand_reg <= {N{1'b0}};   
    end else begin   
        q_reg <= q_next;   
        state_reg <= state_next;   
        prod_reg <= {prod_next[2*N], prod_next[2*N:1]};   
        result_reg <= prod_next[0];   
        mcand_reg <= mcand_next;   
    end
end
always @ (q_reset, q_add, q_reg) begin : Counter
    case ({q_reset, q_add})   
        2'b00: q_next = q_reg;   
        2'b01: q_next = q_reg + 1;   
        default: q_next = {($clog2(N>>1)+1){1'b0}};   
    endcase
end
always @ (*) begin : FSM_Comb
    q_add = 1'b0;   
    q_reset = 1'b0;   
    done = 1'b0;   
    state_next = state_reg;   
    prod_next = prod_reg;   
    mcand_next = mcand_reg;   
    case (state_reg)
        IDLE: begin   
            if (start == 1'b1) begin   
                mcand_next = mcand;   
                prod_next = {{(N){1'b0}}, mplier, 1'b0};   
                state_next = BUSY;   
            end else begin
                mcand_next = mcand_reg;   
            end
        end
        BUSY: begin   
            q_add = 1'b1;   
            if ((q_reg == (N >> 1)) && (start != 1'b1)) begin   
                done = 1'b1;   
                q_add = 1'b0;   
                q_reset = 1'b1;   
                state_next = IDLE;   
            end
            case ({prod_reg[1:0], result_reg})
                3'b001: prod_next = {({prod_reg[2*N], prod_reg[2*N:N+1]} + {mcand_reg[N-1], mcand_reg}), prod_reg[N:1]};   
                3'b010: prod_next = {({prod_reg[2*N], prod_reg[2*N:N+1]} + {mcand_reg[N-1], mcand_reg}), prod_reg[N:1]};   
                3'b011: prod_next = {({prod_reg[2*N], prod_reg[2*N:N+1]} + {mcand_reg, 1'b0}), prod_reg[N:1]};   
                3'b100: prod_next = {({prod_reg[2*N], prod_reg[2*N:N+1]} - {mcand_reg, 1'b0}), prod_reg[N:1]};   
                3'b101: prod_next = {({prod_reg[2*N], prod_reg[2*N:N+1]} - {mcand_reg[N-1], mcand_reg}), prod_reg[N:1]};   
                3'b110: prod_next = {({prod_reg[2*N], prod_reg[2*N:N+1]} - {mcand_reg[N-1], mcand_reg}), prod_reg[N:1]};   
                default: prod_next = {prod_reg[2*N], prod_reg[2*N:1]};   
            endcase
        end
    endcase
end
always @ (posedge clk) begin : Synch_Output
    if (done) begin   
        product <= prod_reg[2*N:1];   
    end
end
endmodule
File: design/flow/run.sh
#!/bin/bash
# OpenROAD 26Q1-2900-gdf79404cd8, Yosys 0.63+post, stock flow scripts
make -C /OpenROAD-flow-scripts/flow DESIGN_CONFIG=/design/flow/config.mk WORK_HOME=/design/flow/orfs finish
File: design/flow/config.mk
export PLATFORM = sky130hd
export DESIGN_NAME = BoothRadix4
export DESIGN_NICKNAME = BoothRadix4
export VERILOG_FILES = /design/flow/design.v
export SDC_FILE = /design/flow/constraint.sdc
export NUM_CORES = 4
export LEC_CHECK = 1
export CORE_UTILIZATION = 40
File: design/flow/constraint.sdc
current_design BoothRadix4

set clk_period 9.5
set clk_io_pct 0.2

create_clock -name clk0 -period $clk_period [get_ports {clk}]

set non_clock_inputs [all_inputs -no_clocks]
set_input_delay [expr $clk_period * $clk_io_pct] -clock clk0 $non_clock_inputs
set_output_delay [expr $clk_period * $clk_io_pct] -clock clk0 [all_outputs]
==> out/qor.txt <==
Yosys Chip Area: 6410 sq um
Post-synth area hogs: dfxtp_1 19%, edfxtp_1 16%, ha_1 7.4%
Peak Freq: 180 MHz
Clock root buffer: clkbuf_16
Final Wtd Congestion: 0.904
Clk latency late pin: 0.36 ns
Chip area: 16500 sq um
Total number of vias: 5404
Clock-pin transition on the worst setup and hold timing paths: 0.07 ns
Setup CP Type: in2out
Met1 wire length: 7.54 mm
Yosys reg bits: 97
Worst Tran Pin Value: 0.911 ns
Syn-to-layout area delta: 18.4%
Grt total ovfl: 0
Layout Skew: 0.0116 ns
Hold Violations, Final: 0
Ys cells: 725
Status: finished, final reports clean
Worst VDD drop: 0.0859 mV
Chip width: 129 um
Residual DRC: 0
Clock Path Buffers: 2
Storage cell area: 2290 sq um
Net Sw Power: 0.000403 W
Seq/Total Area, Yosys: 35.8%
Post-DP Area: 7300 sq um
YS warnings: 1
Slew Viols, Final: 0
Final ANT Viol Nets: 0
Number of fill cells: 1429
Antenna diode instance count: 0
Nature of the critical path endpoint: output pin
Rows: 45
Met3 wire len: 913 um
Cells after synthesis: 725
Gate Area: 3860 sq um
Max cap viols: 0
Post-CTS Setup Bufs: 0
Max-area cell share: 19.4%
Number of flip-flops in the largest register: 36
Dominant cell type by area after synthesis: dfxtp_1
H-tree levels: 3
Synth top cells by count: 100 x nand2_1, 62 x dfxtp_1, 48 x nor2_1
Initial antenna violation count: 0
Num CTS Buffers: 9
CP arrival: 3.65 ns
Setup tns final: 0 ns
Tot GR Track Use: 19.8%
Number of global-route vias before repair: 4883
Number of enable flip-flop cells: 35
Iteration count of the initial detailed-routing pass: 5
Worst EP required: 7.60 ns
Most frequent cell after synthesis: nand2_1
Main flop type: dfxtp_1
Crit-path max FO: 20
Setup violations, final: 0
Avg WL per Cell: 15.7 um
Unrepaired setup endpoints after global routing: false
CORE AREA: 15400 sq um
Vias per Instance: 5.43
Post-Synthesis Cell Area: 6410 sq um
Tool warnings: 26
Post-CTS resize count: 0
Critical path launch point type: input port
Yosys cell types: 68
P per Cell Area: 157 nW/um^2
Layout cell share with drive strength beyond 1: 6.88%
First-pass GRT wire length: 25.0 mm
Slew Limit Headroom: 39.3%
IO Count: 76
Int Power: 0.000788 W
Post-Layout Inst Area: 7590 sq um
Asr flop ratio synth: 0%
Die H: 129 um
Sink Count: 97
Highest metal used: met4
CTS tree: done
Starting DRT DRC Count: 362
Largest net degree at the start of global routing: 58
Worst hold path class: reg2reg
Sw frac: 33.8%
Hold Buf Count CTS: 0
Cycle use final: 58.4%
Dpl hpwl: 11.7 mm
Sequential power share: 39.1%
Routed wire length: 15.7 mm
Mapped Avg Cell Area: 8.84 sq um
Logic pwr share: 30.7%
Met2 WL: 7.00 mm
Tmin final: 5.55 ns
Clock network power share: 30.3%
Initial core utilization: 41.6%
Leak pwr: 2.95 nW
PortBufs: 75
[metal layers]
metal	global-route usage, %	up-vias
li1	-	2742
met2	30.9	170
met4	3.04	0
met5	0	-
met1	30.3	2475
met3	3.09	17
[placed cells by master (no fill, tap or decap), types with 18 or more instances in the layout]
| cell | Yosys | routed |
|---|---|---|
| edfxtp_1 | 35 | 35 |
| ha_1 | 38 | 38 |
| o21ai_0 | 18 | 18 |
| xor2_1 | 30 | 30 |
| clkdlybuf4s50_1 | 0 | 75 |
| nand2_1 | 100 | 100 |
| a22oi_1 | 22 | 22 |
| a21oi_1 | 32 | 32 |
| o21ai_1 | 20 | 20 |
| dfxtp_1 | 62 | 62 |
| xnor2_1 | 31 | 31 |
| a21boi_0 | 35 | 35 |
| nor2_1 | 48 | 48 |
[cell type report]
type / count / area share [%]
clock buffer: 9 / 2.97
inverter: 15 / 0.741
multi-input combinational: 571 / 50.8
sequential: 97 / 30.2
timing repair buffer: 86 / 11.0
tap: 211 / 3.48
clock inverter: 7 / 0.873
[power by group through the flow]
stage | logic (W) | registers, W | clock network, W
after CTS | 0.000363 | 0.000466 | 0.000370
final | 0.000365 | 0.000465 | 0.000360
after global routing | 0.000405 | 0.000468 | 0.000387
[stage by stage]
stage	cells	utilization (%)	setup slack, ns	power, W	hold slack [ns]
3_3_place_gp	980	47.3	4.00	0.000830	0.473
4_1_cts	996	49.2	3.93	0.00120	0.490
6_report	996	49.2	3.95	0.00119	0.487
5_1_grt	996	49.2	3.86	0.00126	0.508
3_5_place_dp	980	47.3	3.93	0.000836	0.478
2_1_floorplan	725	-	4.40	0.000747	0.409
[logic make-up after synthesis]
| family | count (synthesis) | share of synthesized area (%) |
|---|---|---|
| flops | 97 | 35.8 |
| fa+ha+maj | 40 | 8.04 |
| compound gates | 208 | 22.6 |
| xor+xnor | 61 | 8.33 |
| mux | 19 | 3.28 |
| buf+inv | 57 | 4.10 |
| simple gates | 243 | 17.9 |
[worst max-delay path, cell delays in order]
cell,delay [ns]
clkdlybuf4s50_1,0.40
buf_4,0.21
nor4_1,0.34
nand2_1,0.16
inv_1,0.14
clkdlybuf4s50_1,0.48
[worst paths after layout]
| check | endpoint | start | cells past startpoint | slack (ns) |
|---|---|---|---|---|
| worst min register to register | product[17]$_DFFE_PP_ | prod_reg[18]$_SDFF_PN0_ | 0 | 0.49 |
| worst min-delay path | product[17]$_DFFE_PP_ | prod_reg[18]$_SDFF_PN0_ | 0 | 0.49 |
| worst max register to register | prod_reg[33]$_SDFF_PN0_ | mcand_reg[0]$_SDFFE_PN0P_ | 15 | 5.48 |
| worst max-delay path | done | start | 6 | 3.95 |
Power is estimated from default activity; no workload was simulated.
